--- design/flow/design.v ---
`timescale 1ns / 1ps
module input_taker_3 #(parameter N=8, M=4, C=8)(
input clk,
input reset,
input [N-1:0] key,
input [M-1:0] Plaintxt,
input start,
output reg [31:0] data,
output reg [63:0] key_out,
output reg done
    );
    reg [3:0] i_cur;
    reg [3:0] i_next;
    reg [31:0] data_next;
    reg [63:0] key_next;
    reg [N-1:0] key_buf;
    reg [M-1:0] Plaintxt_buf;
    reg start_buf;
    wire done_buf;
    always @(posedge clk)
    begin
            key_buf<=key;
            Plaintxt_buf<=Plaintxt;
            start_buf<=start;
            done<=done_buf;
    end
    assign done_buf = (i_cur==8)?1:0;
    always @(posedge clk)
    begin
        if(reset)
        begin
            data<=0;
            key_out<=0;
            i_cur<=0;
        end
        else
        begin
            data<=data_next;
            key_out<=key_next;
            i_cur<=i_next;
        end
    end
    always @*
    begin
        if( ((start_buf==1) && (i_cur==0)) )
        begin
            i_next=i_cur+1;
            data_next = 0;
            key_next = 0;
        end
        else if(((i_cur<9) && (i_cur!=0)))
        begin
            i_next=i_cur+1;
            data_next = {(data[27:0]),Plaintxt_buf};
            key_next = {(key_out[59:0]),key_buf};
        end
        else 
        begin
            i_next=0;
            data_next = data;
            key_next = key_out;
        end
    end
endmodule
--- design/flow/run.sh ---
#!/bin/bash
# OpenROAD 26Q1-2900-gdf79404cd8, Yosys 0.63+post, stock flow scripts
make -C /OpenROAD-flow-scripts/flow DESIGN_CONFIG=/design/flow/config.mk WORK_HOME=/design/flow/orfs finish
--- design/flow/constraint.sdc ---
current_design input_taker_3

set clk_period 5.9
set clk_io_pct 0.2

create_clock -name clk0 -period $clk_period [get_ports {clk}]

set non_clock_inputs [all_inputs -no_clocks]
set_input_delay [expr $clk_period * $clk_io_pct] -clock clk0 $non_clock_inputs
set_output_delay [expr $clk_period * $clk_io_pct] -clock clk0 [all_outputs]
--- design/flow/config.mk ---
export PLATFORM = sky130hd
export DESIGN_NAME = input_taker_3
export DESIGN_NICKNAME = input_taker_3
export VERILOG_FILES = /design/flow/design.v
export SDC_FILE = /design/flow/constraint.sdc
export NUM_CORES = 4
export LEC_CHECK = 1
export CORE_UTILIZATION = 40
==> results_dict.tcl <==
# implementation run metrics
set metrics [dict create \
    slowest_delay_ns 0.51 \
    warnings 29 \
    fin_tns_setup_ns 0 \
    ys_chip_area_sq_mm 0.004437 \
    fp_util_pct 40.93 \
    area_growth_pct 39.54 \
    yosys_warnings 1 \
    die_area_sq_mm 0.01152 \
    vias 3102 \
    worst_slack_ns 3.377 \
    htreeDepth 4 \
    ios 112 \
    vias_per_cell 4.939 \
    ctsResizeCount 0 \
    hold_viol_final 0 \
    cts_setup_buffers 0 \
    slew_violations 0 \
    fmax_mhz 396.4 \
    worst_pin_slew_ns 0.8677 \
    fin_util_pct 57.11 \
    postSynthSeqShare_pct 51.44 \
    peakVddDrop_v 0.0003314 \
    fin_crit_ns 2.523 \
    p_leak_nw 2.338 \
    rsz0062_at_grt "no" \
    gr-total-overflow 0 \
    power.density_mw_per_mm2 338.6 \
    rows 38 \
    drc 0 \
    wl_per_cell_microns 15.75 \
    grt_pass1_wl_microns 15510 \
    power_mw 2.096 \
    crit_family "buffers and inverters" \
    fp.dieH_microns 107.3 \
    drt-initial-drc-count 178 \
    min_path_type "reg2reg" \
    insertedDiodeCount 0 \
    ant_nets 0 \
    placedCellCount 596 \
    ctsHoldBuffers 0 \
    maxCapViolations 0 \
    post-place-ws_ns 3.463 \
    ys_ff 114 \
    ys_types 19 \
    cts_root_buf "clkbuf_8" \
    max-slew-margin-rel_pct 41.93 \
    synth_stat.cells 376 \
    worstPathArrival_ns 1.34 \
    cp.required_ns 4.72 \
    finalSetupViolations 0 \
    port_buffers 111 \
    fillers 910 \
    cp_slowest_cell "clkdlybuf4s50_1" \
    cts_buffers 17 \
    wl_microns 9889 \
    final_cell_count_no_fill 628 \
    postSynthAreaPerCell_sq_um 11.80 \
    fin_worst_skew_ns 0.006994 \
    core_area_sq_mm 0.01084 \
    clk_pin_slew_ns 0.06 \
    start_kind "flip-flop" \
    clock-sinks 114 \
    worstPathMaxFanout 2 \
    cts_max_path_buffers 2 \
    period_used_pct 42.76 \
    end_kind "output pin" \
    status "finished, final reports clean" \
    dr.pass1.iters 4 \
    grt_pass1_vias 3052 \
    grt_usage_pct 17.85 \
    crit_buf_inv 1 \
    place_congestion 0.8048 \
    syn_inst 376 \
    worstSkewPairLatency_ns 0.50 \
    dp_hpwl_microns 6001 \
    die_width_microns 107.3 \
    path_cells "clkdlybuf4s50_1" \
    antenna_found_initial 0 \
    grt_max_degree 110 \
    cts_tree "built" \
    synth.cell_area_sq_mm 0.004437 \
    drive_gt1_share_pct 7.582 \
    crit_type "reg2out" \
]
==> path summary, 6_finish.rpt <==
path / startpoint / to / slack (ns) / cells past startpoint
max: key_out[24]$_SDFFE_PP0P_ / key_out[24] / 3.38 / 1
min: i_cur[0]$_SDFF_PP0_ / i_cur[0]$_SDFF_PP0_ / 0.47 / 1
max reg2reg: i_cur[0]$_SDFF_PP0_ / data[14]$_SDFFE_PP0P_ / 3.52 / 6
min reg2reg: i_cur[0]$_SDFF_PP0_ / i_cur[0]$_SDFF_PP0_ / 0.47 / 1
==> sequential cells by signal, indices dropped and copies added, names as in the netlist <==
| register | flops |
|---|---|
| start_buf | 1 |
| key_out | 64 |
| i_cur | 4 |
| Plaintxt_buf | 4 |
| data | 32 |
| key_buf | 8 |
| done | 1 |
==> synthesized netlist by cell type <==
master	count	share of area (%)
nand3b_1	109	18
nand3_1	1	0.11
o21a_1	1	0.17
o21ai_2	1	0.20
dfxtp_1	114	51
clkbuf_1	11	0.93
inv_1	4	0.34
buf_2	12	1.4
buf_4	3	0.51
buf_6	9	2.3
mux2i_1	96	22
nand4bb_1	1	0.25
nor2_1	5	0.42
and2_1	1	0.14
nor2b_1	1	0.14
nand2b_1	1	0.14
xnor2_1	2	0.39
a221o_1	1	0.23
ha_1	3	0.85
==> cells in the final DEF, fill, tap and decap left out <==
cell type        instances
dfxtp_1                114
clkbuf_16               16
clkinvlp_4               1
and2_1                   1
bufinv_16                5
nor2_1                   5
nand3_1                  1
buf_12                   1
o21a_1                   1
inv_1                    4
clkbuf_1                 2
nand3b_1               109
clkinv_2                 5
nand4bb_4                1
buf_2                    1
clkbuf_8                 3
o21ai_4                  1
nand2b_1                 1
clkdlybuf4s50_1        110
xnor2_1                  2
buf_4                    3
nor2b_1                  1
mux2i_1                 96
a221o_1                  1
ha_1                     3
==> power by group <==
part / internal (mW) / switching [mW] / total (mW)
Combinational: 0.101 / 0.117 / 0.218
Sequential: 0.787 / 0.00836 / 0.795
Clock: 0.747 / 0.337 / 1.08
Total: 1.63 / 0.462 / 2.10
==> per-stage QoR <==
step	cell area, sq um	hold WS [ns]
6_report	6191	0.4718
5_1_grt	6191	0.4844
4_1_cts	6191	0.4754
3_5_place_dp	5559	0.4586
3_3_place_gp	5559	0.4456
2_1_floorplan	4437	0.4297
==> kinds of logic after synthesis <==
family / count (synthesis) / synth area share, %
XOR/XNOR: 2 / 0.3949
multiplexers: 96 / 21.66
AND/OR/NAND/NOR: 119 / 19.66
AND-OR/OR-AND: 3 / 0.5923
adder cells (fa/ha/maj): 3 / 0.8461
flip-flops: 114 / 51.44
buffers and inverters: 39 / 5.415
==> layer usage <==
metal  track usage, %  vias to the layer above  wire (microns)
met3            5.802                        5             627
li1                 -                     1545               -
met2            26.22                       84            4273
met1            27.58                     1468            4924
met5                0                        -               0
met4            1.566                        0              64
==> area by class of cell <==
cell class	instances	area [sq um]	area share (%)
Sequential cell	114	2282	36.86
Multi-Input combinational cell	223	1938	31.31
Timing Repair Buffer	115	1149	18.55
Clock buffer	21	449.2	7.255
Clock inverter	11	182.7	2.951
Tap cell	140	175.2	2.829
Inverter	4	15.01	0.2425
Power and IR drop assume default switching activity.
