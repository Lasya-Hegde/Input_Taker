### /design/flow/run.sh
#!/bin/bash
# OpenROAD 26Q1-2900-gdf79404cd8, Yosys 0.63+post, stock flow scripts
make -C /OpenROAD-flow-scripts/flow DESIGN_CONFIG=/design/flow/config.mk WORK_HOME=/design/flow/orfs finish
### /design/flow/config.mk
export PLATFORM = sky130hd
export DESIGN_NAME = input_taker
export DESIGN_NICKNAME = input_taker
export VERILOG_FILES = /design/flow/design.v
export SDC_FILE = /design/flow/constraint.sdc
export NUM_CORES = 4
export LEC_CHECK = 1
export CORE_UTILIZATION = 50
### /design/flow/constraint.sdc
current_design input_taker

set clk_period 6.8
set clk_io_pct 0.2

create_clock -name clk0 -period $clk_period [get_ports {clk}]

set non_clock_inputs [all_inputs -no_clocks]
set_input_delay [expr $clk_period * $clk_io_pct] -clock clk0 $non_clock_inputs
set_output_delay [expr $clk_period * $clk_io_pct] -clock clk0 [all_outputs]
### /design/flow/design.v
`timescale 1ns / 1ps
module input_taker #(parameter N=8, M=4, C=8)(
input clk,
input reset,
input [N-1:0] key,
input [M-1:0] Plaintxt,
input start,
output [31:0] data,
output [63:0] key_out,
output  done
    );
    reg [5:0] j_cur;
    wire [5:0] j_next;
    reg [31:0] pt_cur;
    reg [63:0] key_cur;
    reg [3:0] pt_next;
    reg [7:0] key_next;
    reg [N-1:0] key_buf;
    reg  [M-1:0] Plaintxt_buf;
    assign key_out = key_cur;
    assign data=pt_cur;
    always @(posedge clk)
    begin
        if(reset)
        begin
            pt_cur<=0;
            j_cur<=0;
            key_cur<=0;
            key_buf<=0;
            Plaintxt_buf<=0;
        end
        else
        begin
            pt_cur[(j_cur-1)-:4] <=pt_next;
            key_cur[(2*j_cur-1)-:8]<=key_next;
            j_cur<=j_next;
            key_buf<=key;
            Plaintxt_buf<=Plaintxt;
        end
    end
   always @*
   begin
        if(j_cur<36)
        begin
            pt_next=Plaintxt_buf;
            key_next=key_buf;
        end
        else
        begin
            pt_next=0;
            key_next=0;
        end
   end
    assign j_next = (  ((start==1) && (j_cur==0)) || ((j_cur<40) && (j_cur!=0)) ) ? (j_cur+4) : 0;
    assign done = (j_cur==36)?1:0;
endmodule
==> run summary <==
flow finished, numbers: required time of the critical path 7.05 ns, cell taking the most area after synthesis dfxtp_1, Final Hold Vio Count 0, NetSw 0.000377 W, Mapped Area 4990 um2, final std cells w/o fill 776, CTS root buf clkbuf_8, first-pass GRT wire length 19.1 mm, # rows 36, gr ovfl total 0, Core ar. 9730 um2, slowest CP cell dfxtp_1, Avg Cell Area, Syn 9.35 um2, Period minus WS final 4.62 ns, largest net degree at the start of global routing 38, Setup Skew 0.0146 ns, achievable clock frequency 0.217 GHz, pwr dens 196 nW/um2, placed insts 760, DRT Pass-1 Iters 5, antenna violations before repair 0, ANT cells 0, chip area 10,400 um2, top cell type's share of synthesized area 0.449, hold-fix buffers at CTS 0, per-cell routed wire length 15.1 um, Worst setup EP type flop, RSZ-0062 raised after global routing no, flip-flops with a built-in enable 0, share of layout cells above drive strength 1 0.0700, maximum VDD drop 0.102 mV, most frequent CP cell ha_1, clock share of power 0.300, Gate power share 0.168, # setup viols final 0, CP Max Fanout 15, Tot Pwr 0.00125 W, Tot GR Track Use 0.240, post-DP HPWL 8.94 mm, most common flop cell mapped by yosys dfxtp_1, Pleak 2.45 nW, Setup CP Type reg -> reg, async set-reset flop share out of synthesis 0, CTS Buf Count 9, fin crit share 0.679, Top area cell types dfxtp_1, nand2_1, mux2i_1, WL final 11.8 mm, CP max stage delay 0.58 ns, Final Max Slew Viols 0, Vias 4,104, worst path cell trace inv_1 -> ha_1 -> nor2b_1 -> nand2_1 -> ha_1 -> and4bb_4 -> nand3_1 -> inv_1 -> nand2_1 -> ha_1 -> nor4b_1 -> nand4_1 -> nor4b_2 -> nand4_4 -> mux2i_1, register share after synthesis 0.449, number of remaining DRC errors 0, vias in the first global route 3,900, Late-Pin Clk Latency 0.36 ns, FF+latch count, synth 112, Die Width 102 um, Switching Share 0.300, CP Buf/Inv Count 2, Distinct cells, synth 53, Pint 0.000878 W, DR vias/cell 5.29, cell count listed in synth_stat.txt 534, worst-margin pin slew 0.731 ns, RePlAce Congestion 0.909, Min-Delay Path Class reg -> reg, status finished clean, Yosys Chip Area 4990 um2, Worst-path clk slew 0.11 ns, Layout area overhead 28.1%, CTS tree done, Routed Antenna Nets 0, TNS Setup 0 ns, I/O Pins 112, PortBufs 111, CP delay by family, top simple AND/OR/NAND/NOR gates, post-CTS setup buffers 0, OpenROAD warning count 30, Iter 0 DRT Violations 199, H-tree depth 3, Resize count post-CTS 0, Synth Instances 534, Max-Slew Margin vs Limit 0.509, clock sink count 112, crit start category flop, Die Span Y 102 um, Worst EP arrival 4.87 ns, Max-cap violations 0, yosys warns 1, sequential share of power 0.532, FP Core Util 0.513, clk buf depth 2
synthesized netlist by cell type, types with 2 or more instances:
master and count:
nor2b_1 16, nand3b_1 2, clkbuf_1 15, o21ai_0 18, a31oi_1 6, nor4bb_1 2
nand4_2 3, nand4_1 7, nor2_1 15, and4b_1 4, xnor2_1 3, nor4b_2 3
nor3_1 6, inv_1 13, nand3_1 24, buf_4 4, nor4b_1 3, mux2i_1 36
a21oi_1 15, ha_1 22, o311ai_0 2, nor4_1 2, or2_1 7, o31ai_1 32
buf_2 8, dfxtp_1 112, nand2_1 109, o21ai_1 2, nand4_4 3, o211ai_1 4
nand2b_1 14
metrics by stage:
step           setup WS [ns]   util  hold slack (ns)  cell area, um2
3_3_place_gp            2.37  0.637            0.435            6200
5_1_grt                 1.74  0.658            0.482            6400
2_1_floorplan           2.81      -            0.401            5000
4_1_cts                 2.19  0.658            0.464            6400
3_5_place_dp            2.19  0.637            0.442            6200
6_report                2.18  0.658            0.458            6400
area by class of cell:
| class | instances | area, um2 |
|---|---|---|
| fillers | 803 | 3330 |
| inverters | 14 | 52.6 |
| flip-flops and latches | 112 | 2240 |
| repair buffers | 119 | 1170 |
| clock buffers | 10 | 128 |
| multi-input cells | 382 | 2570 |
| clock inverters | 6 | 67.6 |
| well taps | 133 | 166 |
power by group through the flow:
stage                 Sequential (W)  Combinational (W)  Clock [W]
final                       0.000667           0.000211   0.000377
after global routing        0.000669           0.000235   0.000416
after CTS                   0.000667           0.000209   0.000387
flip-flops by register name (all words and copies together) (netlist names):
signal,cells
j_cur,4
key_buf,8
Plaintxt_buf,4
pt_cur,32
key_cur,64
worst min-delay path: cells and delay by family, from the launching register on:
kind	cells	cell delay (ns)
AND-OR/OR-AND	1	0.05
flip-flops	1	0.34
AND/OR/NAND/NOR	1	0.04
path summary, 6_finish.rpt:
check,start,to,slack [ns],depth (start not counted)
min,pt_cur[31]$_SDFF_PP0_,pt_cur[31]$_SDFF_PP0_,0.46,2
max reg2reg,j_cur[2]$_SDFF_PP0_,key_cur[36]$_SDFF_PP0_,2.18,15
min reg2reg,pt_cur[31]$_SDFF_PP0_,pt_cur[31]$_SDFF_PP0_,0.46,2
max,j_cur[2]$_SDFF_PP0_,key_cur[36]$_SDFF_PP0_,2.18,15
cells by family (layout without fill, tap and decap cells):
logic type / Yosys count / after routing / share of synthesized area
buffers and inverters: 42 / 149 / 0.0381
flip-flops: 112 / 112 / 0.449
adder cells (fa/ha/maj): 22 / 22 / 0.0551
XOR/XNOR: 6 / 6 / 0.0180
other: 1 / 3 / 0.000751
multiplexers: 36 / 36 / 0.0721
AND-OR/OR-AND: 84 / 84 / 0.114
AND/OR/NAND/NOR: 231 / 231 / 0.253
cell usage in the layout, fill, tap and decap left out, types with 13 or more instances in the layout:
cell type | synthesis | layout
dfxtp_1 | 112 | 112
clkdlybuf4s50_1 | 0 | 111
nand2_1 | 109 | 109
mux2i_1 | 36 | 36
o31ai_1 | 32 | 32
nand3_1 | 24 | 24
ha_1 | 22 | 22
o21ai_0 | 18 | 18
nor2b_1 | 16 | 16
nor2_1 | 15 | 15
a21oi_1 | 15 | 15
nand2b_1 | 14 | 14
inv_1 | 13 | 13
per-layer routing:
| metal | wire length, um | GRT usage | vias to the layer above |
|---|---|---|---|
| met3 | 701 | 0.0452 | 9 |
| met5 | 0 | 0 | - |
| met4 | 107 | 0.0308 | 0 |
| li1 | - | - | 2082 |
| met1 | 5480 | 0.354 | 1886 |
| met2 | 5460 | 0.392 | 127 |
Power is estimated from default activity; no workload was simulated.
