`design/flow/design.v`:
```
`timescale 1ns / 1ps
module input_taker_2 #(parameter N=8, M=4, C=8)(
input clk,
input reset,
input [N-1:0] key,
input [M-1:0] Plaintxt,
input start,
output [31:0] data,
output [63:0] key_out,
output  reg done
    );
    reg [3:0] i_cur;
    reg [3:0] i_next;
    reg [3:0] r0, r1, r2, r3, r4, r5, r6, r7;
    reg [7:0] k0, k1, k2, k3, k4, k5, k6, k7;
    reg [3:0] s0, s1, s2, s3, s4, s5, s6, s7;
    reg [7:0] t0, t1, t2, t3, t4, t5, t6, t7;
    reg [N-1:0] key_buf;
    reg [M-1:0] Plaintxt_buf;
    reg start_buf;
    assign key_out = {k0, k1, k2, k3, k4, k5, k6, k7};
    assign data = {r0, r1, r2, r3, r4, r5, r6, r7};
    always @(posedge clk)
    begin
        if(reset)
        begin
            i_cur<=0;
            s0 <= 4'd0;
            s1 <= 4'd0;
            s2 <= 4'd0;
            s3 <= 4'd0;
            s4 <= 4'd0;
            s5 <= 4'd0;
            s6 <= 4'd0;
            s7 <= 4'd0;
            t0 <= 8'd0;
            t1 <= 8'd0;
            t2 <= 8'd0;
            t3 <= 8'd0;
            t4 <= 8'd0;
            t5 <= 8'd0;
            t6 <= 8'd0;
            t7 <= 8'd0;
            key_buf<=0;
            Plaintxt_buf<=0;
            start_buf<=0;
        end
        else
        begin
            i_cur<=i_next;
            s0 <= r0;  
            s1 <= r1;  
            s2 <= r2;  
            s3 <= r3;
            s4 <= r4;  
            s5 <= r5;  
            s6 <= r6;  
            s7 <= r7;
           t0 <= k0;  
           t1 <= k1;  
           t2 <= k2;  
           t3 <= k3;
           t4 <= k4;  
           t5 <= k5;  
           t6 <= k6;  
           t7 <= k7;
           key_buf<=key;
           Plaintxt_buf<=Plaintxt;
           start_buf<=start;
       end
    end
    always@*
    begin
        case(i_cur)
    0:
    begin
        if(start_buf)
        begin
            i_next = i_cur+1;
        end
        else
        begin
            i_next = 0;
        end
            r0 = 0;  r1 = 0;  r2 = 0;  r3 = 0;
            r4 = 0;  r5 = 0;  r6 = 0;  r7 = 0;
            k0 = 0;  k1 = 0;  k2 = 0;  k3 = 0;
            k4 = 0;  k5 = 0;  k6 = 0;  k7 = 0;
        done =0;
    end
    1:
    begin
        i_next = i_cur+1;
        done =0;
            r0 = Plaintxt_buf;  r1 = s1;  r2 = s2;  r3 = s3;
            r4 = s4;        r5 = s5;  r6 = s6;  r7 = s7;
            k0 = key_buf;       k1 = t1;  k2 = t2;  k3 = t3;
            k4 = t4;        k5 = t5;  k6 = t6;  k7 = t7;
    end
    2:
    begin
        i_next = i_cur+1;
        done =0;
        r0 = s0;  r1 = Plaintxt_buf;  r2 = s2;  r3 = s3;
        r4 = s4;  r5 = s5;        r6 = s6;  r7 = s7;
        k0 = t0;  k1 = key_buf;       k2 = t2;  k3 = t3;
        k4 = t4;  k5 = t5;        k6 = t6;  k7 = t7;
    end
    3:
    begin
        i_next = i_cur+1;
        done =0;
        r0 = s0;  r1 = s1;  r2 = Plaintxt_buf;  r3 = s3;
        r4 = s4;  r5 = s5;  r6 = s6;        r7 = s7;
        k0 = t0;  k1 = t1;  k2 = key_buf;       k3 = t3;
        k4 = t4;  k5 = t5;  k6 = t6;        k7 = t7;
    end
    4:
    begin
        i_next = i_cur+1;
        done =0;
        r0 = s0;  r1 = s1;  r2 = s2;  r3 = Plaintxt_buf;
        r4 = s4;  r5 = s5;  r6 = s6;  r7 = s7;
        k0 = t0;  k1 = t1;  k2 = t2;  k3 = key_buf;
        k4 = t4;  k5 = t5;  k6 = t6;  k7 = t7;
    end
    5:
    begin
        i_next = i_cur+1;
        done =0;
        r0 = s0;  r1 = s1;  r2 = s2;  r3 = s3;
        r4 = Plaintxt_buf;  r5 = s5;  r6 = s6;  r7 = s7;
        k0 = t0;  k1 = t1;  k2 = t2;  k3 = t3;
        k4 = key_buf;  k5 = t5;  k6 = t6;  k7 = t7;
    end
    6:
    begin
        i_next = i_cur+1;
        done =0;
        r0 = s0;  r1 = s1;  r2 = s2;  r3 = s3;
        r4 = s4;  r5 = Plaintxt_buf;  r6 = s6;  r7 = s7;
        k0 = t0;  k1 = t1;  k2 = t2;  k3 = t3;
        k4 = t4;  k5 = key_buf;  k6 = t6;  k7 = t7;
    end
    7:
    begin
        i_next = i_cur+1;
        done =0;
        r0 = s0;  r1 = s1;  r2 = s2;  r3 = s3;
        r4 = s4;  r5 = s5;  r6 = Plaintxt_buf;  r7 = s7;
        k0 = t0;  k1 = t1;  k2 = t2;  k3 = t3;
        k4 = t4;  k5 = t5;  k6 = key_buf;       k7 = t7;
    end
    8:
    begin
        done =1;
        i_next = i_cur+1;
        r0 = s0;  r1 = s1;  r2 = s2;  r3 = s3;
        r4 = s4;  r5 = s5;  r6 = s6;  r7 = Plaintxt_buf;
        k0 = t0;  k1 = t1;  k2 = t2;  k3 = t3;
        k4 = t4;  k5 = t5;  k6 = t6;  k7 = key_buf;
    end
    9:
    begin
        if(start_buf)
        begin
            i_next =1;
        end
        else
        begin
            i_next = i_cur;
        end
        done =0;
            r0 = s0;  r1 = s1;  r2 = s2;  r3 = s3;
            r4 = s4;  r5 = s5;  r6 = s6;  r7 = s7;
            k0 = t0;  k1 = t1;  k2 = t2;  k3 = t3;
            k4 = t4;  k5 = t5;  k6 = t6;  k7 = t7;
    end
    default:
    begin
        i_next = 0;
        r0 = s0;  r1 = s1;  r2 = s2;  r3 = s3;
        r4 = s4;  r5 = s5;  r6 = s6;  r7 = s7;
        k0 = t0;  k1 = t1;  k2 = t2;  k3 = t3;
        k4 = t4;  k5 = t5;  k6 = t6;  k7 = t7;
    end
endcase
end
endmodule
```
`design/flow/run.sh`:
```
#!/bin/bash
# OpenROAD 26Q1-2900-gdf79404cd8, Yosys 0.63+post, stock flow scripts
make -C /OpenROAD-flow-scripts/flow DESIGN_CONFIG=/design/flow/config.mk WORK_HOME=/design/flow/orfs finish
```
`design/flow/config.mk`:
```
export PLATFORM = sky130hd
export DESIGN_NAME = input_taker_2
export DESIGN_NICKNAME = input_taker_2
export VERILOG_FILES = /design/flow/design.v
export SDC_FILE = /design/flow/constraint.sdc
export NUM_CORES = 4
export LEC_CHECK = 1
export CORE_UTILIZATION = 30
```
`design/flow/constraint.sdc`:
```
current_design input_taker_2

set clk_period 3.8
set clk_io_pct 0.2

create_clock -name clk0 -period $clk_period [get_ports {clk}]

set non_clock_inputs [all_inputs -no_clocks]
set_input_delay [expr $clk_period * $clk_io_pct] -clock clk0 $non_clock_inputs
set_output_delay [expr $clk_period * $clk_io_pct] -clock clk0 [all_outputs]
```
==> impl_metrics.tcl <==
# implementation run metrics
set metrics [dict create \
    yosysTopAreaCell "dfxtp_1" \
    topCellsByArea "dfxtp_1 (43%), nand2_1 (14%), a21oi_1 (9.2%)" \
    crit_type "reg -> out" \
    vias 4750 \
    core_um2 16800 \
    syn_area_um2 5230 \
    final_common_cell "nand2_1" \
    warnings 28 \
    yosys_warnings 1 \
    ys_async_sr_fraction 0 \
    clk_pin_slew_worst_paths_ps 50 \
    finalSetupTns_ps 0 \
    post_cts_resized 0 \
    grt_use_total 0.175 \
    ir_worst_vdd_mv 0.320 \
    leakage_uw 0.00309 \
    synthDistinctLibCells 30 \
    edf_count 0 \
    finalClockPeriodUsage 0.924 \
    p_per_area_nw_per_um2 421 \
    slew_headroom 0.427 \
    maxSlewViolCount 0 \
    lay_top_cells "nand2_1 (195), dfxtp_1 (111), clkdlybuf4s50_1 (110)" \
    fmax_mhz 285 \
    r2r_setup_slack_ps 1690 \
    stdcell_area_um2 6970 \
    die_area_um2 18000 \
    cts-root-buf "clkbuf_16" \
    critPathMaxStageDelay_ps 670 \
    outcome "completed" \
    post-place-cells 960 \
    drtIter0Drc 284 \
    crit_arrival_ps 2750 \
    unclocked_pins 1 \
    slowest_stage "nor2_1" \
    final_util 0.414 \
    grt_pass1_vias 4352 \
    clock_latency_ps 410 \
    clockBufferDepth 2 \
    maxCapViolCount 0 \
    ctsHoldBuffers 0 \
    dpl_cell_area_um2 6410 \
    drc 0 \
    post-cts-setup-buffers 0 \
    grt_max_degree 48 \
    port-buffer-count 111 \
    post-dp-hpwl_um 9400 \
    die_y_um 134 \
    antenna_found_initial 0 \
    grt_pass1_wl_um 23600 \
    syn_to_final_growth_pct 33.3 \
    clock_skew_ps 6.93 \
    finalPower_uw 2940 \
    first_pass_iters 6 \
    rsz0062_at_grt "no" \
    critical_path_required_ps 3040 \
    ys_seq_elements 114 \
    finalSetupViolCount 0 \
    flop_cell "dfxtp_1" \
    end_kind "primary output" \
    ys_chip_area_um2 5230 \
    worst_pin_slew_ps 856 \
    wl_per_cell_um 15.4 \
    gp_congestion 0.755 \
    final-hold-violation-count 0 \
    ioPinCount 112 \
    cts_buffers 17 \
    die_x_um 134 \
    antenna_cells 0 \
    fp_util 0.311 \
    syn_inst 673 \
    wl_um 15200 \
    synth.yosys.num_cells 673 \
    num_rows 47 \
    final_cells 991 \
    hold_path_class "reg -> reg" \
    synth_area_per_cell_um2 7.77 \
    worstPathMaxFanout 13 \
    grt_overflow 0 \
    path_cells "inv_1 -> ha_1 -> nor2_1 -> o21ai_0 -> nand2_1 -> clkdlybuf4s50_1" \
    cts_tree "yes" \
    unconstrained_endpoints 2 \
    crit_path_start_kind "flip-flop" \
    min_period_ps 3510 \
    ant_nets 0 \
    drt-vias-per-instance 4.79 \
    h-tree-depth 4 \
    synth.top_cell.area_share 0.433 \
    drive_gt1_frac 0.0610 \
]
## logic make-up (layout without fill, tap and decap cells)
| logic type | after synthesis | count (layout) | synth area share |
|---|---|---|---|
| XOR/XNOR | 2 | 2 | 0.00335 |
| buffers and inverters | 57 | 155 | 0.0567 |
| AND/OR/NAND/NOR | 320 | 320 | 0.321 |
| latches | 1 | 1 | 0.00287 |
| AND-OR/OR-AND | 176 | 176 | 0.174 |
| flip-flops | 113 | 113 | 0.433 |
| adder cells (fa/ha/maj) | 4 | 4 | 0.00957 |
## area by class of cell
class	count	area, um2
fillers	1704	9850
well taps	220	275
clock buffers	20	447
inverters	2	7.51
multi-input cells	502	2650
repair buffers	122	1190
clock inverters	11	115
flip-flops and latches	114	2280
## state kept, by name, summed over array words and instances, names as in the netlist, 4 cells and up
| register | flops |
|---|---|
| key_buf | 8 |
| t0 | 8 |
| t1 | 8 |
| t2 | 8 |
| t3 | 8 |
| t4 | 8 |
| t5 | 8 |
| t6 | 8 |
| t7 | 8 |
| Plaintxt_buf | 4 |
| i_cur | 4 |
| s0 | 4 |
| s1 | 4 |
| s2 | 4 |
| s3 | 4 |
| s4 | 4 |
| s5 | 4 |
| s6 | 4 |
| s7 | 4 |
## Yosys cell counts (4+ instances only)
master	instances
dfxtp_1	113
buf_6	6
ha_1	4
buf_2	14
o21ai_0	65
nand2_1	195
buf_4	5
nor2b_1	49
clkbuf_1	29
a21oi_1	96
o21ai_1	8
nand4b_1	24
nor2_1	5
and3b_1	37
## worst max-delay path, delay by kind of cell, from the launching register on
kind,cells,cell delay [ps]
AND/OR/NAND/NOR,2,800
buffers and inverters,2,560
AND-OR/OR-AND,1,220
adder cells (fa/ha/maj),1,360
flip-flops,1,400
## final timing paths
kind                         startpoint                     to  depth (start not counted)
hold reg to reg        t3[0]$_SDFF_PP0_       t3[0]$_SDFF_PP0_                          2
setup reg to reg  i_cur[0]$_SDFFE_PP0P_  i_cur[3]$_SDFFE_PP0P_                          5
setup / recovery  i_cur[0]$_SDFFE_PP0P_            key_out[57]                          6
hold / removal         t3[0]$_SDFF_PP0_       t3[0]$_SDFF_PP0_                          2
## stage by stage
step	setup slack, ps	hold WS [ps]
finish	288	457
global route	67.1	474
CTS	248	460
global placement	768	446
detailed placement	693	452
floorplan	1680	440
## routing by layer
layer,up-vias,part of all wire,track usage
met4,0,0.018,0.0284
met3,18,0.048,0.0386
met2,103,0.44,0.261
met5,-,0,0
met1,2166,0.49,0.268
li1,2463,-,-
## power breakdown
part	internal [uW]	switching, uW	leakage [uW]
registers	1200	34.5	0.000923
logic	58.4	129	0.00190
clock network	970	544	0.000267
total	2230	708	0.00309
No activity file was given, so power comes from the tool's default toggle rates.
